==> flow/design.v <==
module async_fifo
#(
    parameter DATA_SIZE = 32,
    parameter ADDRESS_SIZE = 4
)
(
    input                           wclk_i,
    input                           wrst_n_i,
    input                           wr_i, 
    input        [DATA_SIZE-1:0]    wdata_i,
    output logic                    wfull_o,
    input                           rclk_i,
    input                           rrst_n_i,
    input                           rd_i, 
    output logic [DATA_SIZE-1:0]    rdata_o, 
    output logic                    rempty_o
);
	localparam	DW = DATA_SIZE, AW = ADDRESS_SIZE;
    wire            wfull_next;
	wire [AW-1:0]   waddr;
    wire [AW:0]	    wgraynext, wbinnext;
	reg	 [AW:0]     wgray, wbin, wq2_rgray, wq1_rgray;
    wire            rempty_next;
    wire [AW-1:0]   raddr;
	wire [AW:0]     rgraynext, rbinnext;
    reg	 [AW:0]     rgray, rbin, rq2_wgray, rq1_wgray;
	reg	 [DW-1:0]   mem [0:((1<<AW)-1)];
    assign waddr = wbin[AW-1:0];
	assign raddr = rbin[AW-1:0];
	assign wbinnext = wbin + { {(AW){1'b0}}, ((wr_i)&&(!wfull_o)) };
	assign rbinnext = rbin + { {(AW){1'b0}}, ((rd_i)&&(!rempty_o)) };
    assign wgraynext = (wbinnext >> 1) ^ wbinnext;
    assign rgraynext = (rbinnext >> 1) ^ rbinnext;
    assign wfull_next  = (wgraynext == { ~wq2_rgray[AW:AW-1], wq2_rgray[AW-2:0] });
	assign rempty_next = (rgraynext == rq2_wgray);
	always_ff @(posedge wclk_i) begin
        if ((wr_i)&&(!wfull_o)) begin
            mem[waddr] <= wdata_i;
        end
    end
	assign	rdata_o = mem[raddr];
    initial begin
        { wq2_rgray,  wq1_rgray } = 0;
        { wbin, wgray }           = 0;
        wfull_o                   = 0;
    end
	always_ff @(posedge wclk_i or negedge wrst_n_i) begin
        if (!wrst_n_i) begin
            { wq2_rgray, wq1_rgray } <= 0;
            { wbin, wgray }          <= 0;
            wfull_o                  <= 0;
        end else begin
            { wq2_rgray, wq1_rgray } <= { wq1_rgray, rgray };
            { wbin, wgray }          <= { wbinnext, wgraynext };
            wfull_o                  <= wfull_next;
        end
    end
    initial begin
        { rq2_wgray,  rq1_wgray } = 0;
        { rbin, rgray } = 0;
        rempty_o = 1;
    end
	always_ff @(posedge rclk_i or negedge rrst_n_i) begin
        if (!rrst_n_i) begin
            { rq2_wgray, rq1_wgray } <= 0;
            { rbin, rgray }          <= 0;
            rempty_o                 <= 1;
        end else begin
            { rq2_wgray, rq1_wgray } <= { rq1_wgray, wgray };
            { rbin, rgray }          <= { rbinnext, rgraynext };
            rempty_o                 <= rempty_next;
        end
    end
endmodule
==> flow/run.sh <==
#!/bin/bash
# OpenROAD 26Q1-2900-gdf79404cd8, Yosys 0.63+post, stock flow scripts
make -C /OpenROAD-flow-scripts/flow DESIGN_CONFIG=/design/flow/config.mk WORK_HOME=/design/flow/orfs finish
==> flow/config.mk <==
export PLATFORM = sky130hd
export DESIGN_NAME = async_fifo
export DESIGN_NICKNAME = async_fifo
export VERILOG_FILES = /design/flow/design.v
export SDC_FILE = /design/flow/constraint.sdc
export NUM_CORES = 4
export LEC_CHECK = 1
export CORE_UTILIZATION = 40
==> flow/constraint.sdc <==
current_design async_fifo

set clk_period 8.9
set clk_io_pct 0.2

create_clock -name clk0 -period $clk_period [get_ports {rclk_i}]
create_clock -name clk1 -period $clk_period [get_ports {wclk_i}]

set non_clock_inputs [all_inputs -no_clocks]
set_input_delay [expr $clk_period * $clk_io_pct] -clock clk0 $non_clock_inputs
set_output_delay [expr $clk_period * $clk_io_pct] -clock clk0 [all_outputs]
==> impl_metrics.toml <==
# implementation run metrics
[run_status]
status = "finished clean"

[power_and_ir_drop]
ir_worst_vdd_mv = 0.205
p_switching_mw = 2.21
p_int_mw = 5.65
p_comb_share_pct = 28.4
p_seq_share_pct = 42.9
powerDensity_nw_per_um2 = 325
p_sw_share_pct = 28.1
p_leak_nw = 7.74
power_frac_clock_pct = 28.7
report.power.total_mw = 7.86

[clock_tree]
clock_sinks = 552
cts_resized = 0
cts_tree = "built"
post_cts_buffers = 0
ctsHoldBuffers = 0
clk_pin_slew_ns = 0.06

[critical_path]
crit_type = "reg -> out"
cpMaxStageDelayCell = "dfrtp_4"
cp.required_ns = 7.12
arrival_ns = 3.14
cp_common_cell = "buf_4"
max_stage_delay_ns = 0.70
path_cells = "buf_4 > buf_4 > mux4_2 > a22oi_1 > nand2_1 > clkdlybuf4s50_1"
r2r_start = "wfull_o$_DFF_PN0_"
crit_fanout = 31
critPathCaptureType = "primary output"
r2r_end = "mem[11][17]$_DFFE_PP_"
reg2reg_slack_ns = 6.20
crit_buf_inv = 3
startpoint_type = "register"
crit_family = "buffers and inverters"
ff2ff_path_depth = 4

[floorplanning]
fp-row-count = 82
dieArea_um2 = 52700
io_pins = 72
dieHeight_um = 229
core_um2 = 50600
fp-utilization_pct = 40.9
die_w_um = 229

[yosys]
top_area_cell = "edfxtp_1"
yosys-dominant-comb-family = "multiplexers"
synth_cell_type_count = 31
top_cell_area_share_pct = 74.3
synth_xor_xnor_area_share_pct = 1.37
ff_type = "edfxtp_1"
area_leaders = "edfxtp_1 (74%), mux4_2 (14%), dfrtp_1 (4.7%), a22oi_1 (2.4%), nand2_1 (0.63%)"
ys_area_um2 = 20700
netlist_instances = 904
edf_count = 512
syn_area_um2 = 20700
ys_sh_simple_pct = 1.66
ys_cells = 904
yosys.stat.seqShare_pct = 79.1
ys_ff = 552
aoi_share_pct = 2.55
synthArstFlopShare_pct = 7.25
yosys.area_share.adder_pct = 0.302
yosysWarnings = 1
synthMuxAreaShare_pct = 13.9
postSynthAreaPerCell_um2 = 22.9

[global_route]
antenna_found_initial = 4
grt_pass1_vias = 10200
track_usage_pct = 18.1
gr-total-overflow = 0
grt_max_degree = 75
grt_pass1_wl_mm = 63.5

[placed_design]
place_congestion = 0.760
port_buffers = 70
dpl.hpwl_mm = 20.3
place_ws_ns = 4.21

[run]
drv_cap = 0
warnings = 27

[final_timing]
slew_viol_final = 0
tightest_slew_ns = 0.733
fin_tns_setup_ns = 0
setup_viol = 0
skew_ns = 0.0234
setup_ws_ns = 3.98
final_hold_viol_count = 0
slew_headroom_pct = 51.0
rsz0062_at_grt = "false"

[layout]
ff_latch_area_um2 = 16400
drive_gt1_share_pct = 24.6
area_growth_pct = 16.7
fillers = 3999
logic_area_um2 = 4230

[worst_hold_path]
hold_path_end = "wq1_rgray[1]$_DFF_PN0_"
timing.hold.worst.start = "rgray[1]$_DFF_PN0_"
hold_class = "reg -> reg"
hold_depth = 0

[routing]
vias_per_cell = 5.39
dr_total_vias = 9292
first_pass_iters = 6
wl_per_cell_um = 24.5
wl_mm = 42.2
drc = 0
antennaDiodeCount = 0
ant_nets = 0
drt_iter0_drc = 632
cell type report:
type / count / area share, %
inverters: 3 / 0.0466
multi-input cells: 302 / 17.5
well taps: 672 / 3.48
flip-flops and latches: 552 / 67.8
clock inverters: 29 / 1.21
repair buffers: 97 / 3.79
clock buffers: 70 / 6.11
cells by family (layout without fill, tap and decap cells):
| kind of cell | after synthesis | in the layout |
|---|---|---|
| fa+ha+maj | 5 | 5 |
| flops | 552 | 552 |
| xor+xnor | 26 | 26 |
| buf+inv | 50 | 199 |
| mux | 128 | 128 |
| compound gates | 69 | 69 |
| simple gates | 74 | 74 |
worst max-delay path by stage:
stage / depth (start not counted) / start / endpoint
6_report: 6 / rbin[1]$_DFF_PN0_ / rdata_o[31]
5_1_grt: 6 / rbin[1]$_DFF_PN0_ / rdata_o[3]
4_1_cts: 6 / rbin[1]$_DFF_PN0_ / rdata_o[31]
synth_stat cells, drive strengths merged, types with 3 or more instances:
| library cell | n |
|---|---|
| a22oi | 65 |
| nor2 | 14 |
| inv | 3 |
| clkbuf | 18 |
| nand2 | 35 |
| xnor2 | 11 |
| dfrtp | 39 |
| nor2b | 3 |
| buf | 29 |
| xor2 | 11 |
| nor3 | 4 |
| ha | 5 |
| edfxtp | 512 |
| nand3 | 6 |
| mux4 | 128 |
| nand3b | 3 |
| xnor3 | 3 |
flip-flops by register name, summed over array words and instances, names as in the netlist:
register   cells
rbin           4
rgray          5
wbin           4
wgray          5
rq2_wgray      5
wq1_rgray      5
rempty_o       1
wfull_o        1
wq2_rgray      5
mem          512
rq1_wgray      5
routing by layer:
metal / part of all wire [%] / vias to the layer above / routed length, um / track usage [%]
met5: 0.11 / - / 47 / 0
met4: 1.8 / 8 / 758 / 3.17
met3: 14 / 70 / 5940 / 11.9
met2: 50 / 517 / 21000 / 27.3
met1: 34 / 4687 / 14500 / 23.7
li1: - / 4010 / - / -
per-stage QoR:
step           util [%]  instance area [um^2]  hold slack (ns)  std cells
3_5_place_dp       44.2                 22400            0.335       1626
4_1_cts            47.7                 24100          0.00248       1725
3_3_place_gp       44.2                 22400            0.332       1626
5_1_grt            47.7                 24100           0.0200       1725
2_1_floorplan         -                 20700            0.331        904
6_report           47.7                 24100           0.0308       1725
power groups by stage:
stage,sequential (mW),combinational [mW],clock (mW)
6_report,3.37,2.23,2.26
5_1_grt,3.41,2.44,2.41
4_1_cts,3.38,2.29,2.31
worst reg2reg max path: cells and delay by family (launching register included):
family / cells / cell delay (ns)
buf+inv: 1 / 0.53
simple gates: 3 / 1.43
flops: 1 / 0.38
placed cells by master, fill, tap and decap left out, drive strengths merged, types with 3 or more instances in the layout:
cell           count
nor2b              3
inv                4
clkbuf            70
ha                 5
xor2              11
nand3b             3
nor3               4
clkdlybuf4s50     70
mux4             128
xnor2             11
clkinv            22
nand3              6
edfxtp           512
xnor3              3
nor2              14
buf               27
dfrtp             39
a22oi             65
nand2             35
bufinv             5
Power and IR drop assume default switching activity.
